==> ./design.v <==
`timescale 1ns / 100ps
module SONAR( input CLK, ECHO, RESET,
              output logic TRIG,
              output logic [31:0] DISTANCE);        
reg [31:0] dist_counter=0;
reg [31:0] counter=0;
reg [31:0] echo_time;
reg waitn;
always @ (posedge CLK)
begin
	if (RESET)
		begin
			counter<=0;
			dist_counter<=0;
		end
	else 
	    begin
		if(counter==0 && ECHO ==0)
			TRIG = 1;
		else if (counter <= 10000 && ECHO!=1)          
				begin
					TRIG<=0;
					waitn<=1;
				end
		else if (counter==38000000 && ECHO!=1)         
		     begin
			 counter<=0;
			 TRIG<=1;
			 end
	 counter=counter+1;		 	
	 if (ECHO==1)                    
				begin
					dist_counter <= counter+1;
					waitn <= 0;
					echo_time<=dist_counter;
					counter <=0;
					DISTANCE = echo_time*34000000/2; 
				end
	else if(ECHO!=1 && waitn==1)   
		         begin	
		         counter= counter+1;
		         waitn=1;
		         dist_counter <=counter;
		         echo_time<=dist_counter;
		         end
	else if(counter==1000000000 && ECHO!=1)    
	     begin
	      counter=0;
	      dist_counter=0;
	      TRIG=0;
	     end 	         
	end
end
endmodule
==> ./run.sh <==
#!/bin/bash
# OpenROAD 26Q1-2900-gdf79404cd8, Yosys 0.63+post, stock flow scripts
make -C /OpenROAD-flow-scripts/flow DESIGN_CONFIG=/design/flow/config.mk WORK_HOME=/design/flow/orfs finish
==> ./config.mk <==
export PLATFORM = sky130hd
export DESIGN_NAME = SONAR
export DESIGN_NICKNAME = SONAR
export VERILOG_FILES = /design/flow/design.v
export SDC_FILE = /design/flow/constraint.sdc
export NUM_CORES = 4
export LEC_CHECK = 1
export CORE_UTILIZATION = 50
==> ./constraint.sdc <==
current_design SONAR

set clk_period 8.4
set clk_io_pct 0.2

create_clock -name clk0 -period $clk_period [get_ports {CLK}]

set non_clock_inputs [all_inputs -no_clocks]
set_input_delay [expr $clk_period * $clk_io_pct] -clock clk0 $non_clock_inputs
set_output_delay [expr $clk_period * $clk_io_pct] -clock clk0 [all_outputs]
==> results.txt <==
fresh numbers from the pnr run: CP max stage cell edfxtp_1, final setup violation count 0, initial antenna violation count 0, Slew Limit Fails 0, CTS sink cnt 109, CP Capture Type flop, Worst Tran Pin Value 0.8205 ns, met2 wire length 10410 um, hold-fix buffers at CTS 0, vias in the first global route 6634, worst path cell trace ha_1 -> inv_1 -> fa_1 -> fa_1 -> inv_1 -> fa_1 -> fa_1 -> inv_1 -> fa_1 -> inv_1 -> ha_1 -> and2_1 -> o21ai_0 -> o21ai_0 -> o41a_1 -> a211o_1 -> nor3_1 -> a21oi_1 -> xor2_1, share of layout cells above drive strength 1 0.04215, ys cells 1027, DRT met1 WL 9494 um, EDFF count, synth roughly 52, final core utilization 0.5583, GR Overflow Total 0, Top logic family adder cells, power density over the cells 226.5 nW/um^2, Area leader share 0.1610, post-cts resize count 0, CTS clock-pin slew for the worst setup and hold paths 0.07 ns, RSZ-0062 raised after global routing false, largest net degree at the start of global routing ~45, CP dominant cell by count fa_1, adder share 0.2960, Top Layout Cells 187 x inv_1, 106 x ha_1, 79 x fa_1, 58 x nor2_1, 58 x xnor2_1, top cells by area fa_1 16%, edfxtp_1 16%, ha_1 14%, dfxtp_1 12%, inv_1 7.1%, Simple-Gate Area Share 0.1595, die span in x 142.2 um, IO Port Bufs 28, switching power 0.0008916 W, cell count after synthesis 1027, max-cap violations 0, TritonRoute pass-1 iters 5, hold path depth 0, Synth Flop Type dfxtp_1, clk root buf clkbuf_16, ANT cells 0, tool warnings 29, die height approximately 140 um, Top Ports 36, core box area ~19000 sq um, cell accounting for the most synthesized area fa_1, CTS tree yes, Filler cells 1684, row cnt 50, Layout area overhead 7.731%, initial DRC count 267, Flop area 2703 sq um, Slew headroom 0.4530, max incr delay on CP around 0.53 ns, FMAX 180.6 MHz, Synth Seq Share 0.2751, setup repair bufs after CTS 0, worst path required time ~8.5 ns, Synth flops ~110, asr flop ratio synth 0, Final Hold Fails 0, fp util 0.5182, status completed, logic area 6237 sq um, Worst IR Drop VDD 128.2 uV, CTS buffer count 9, worst min-delay path category reg -> reg, Residual DRC 0, post-DP HPWL 16910 um, Ys Warns 1, minimum clock period after layout between 5 and 6 ns, Max Root-Sink Buffers 2, via count just under 7000, Crit Path Class reg -> reg, syn avg cell area 9.565 sq um, Critical Path Fanout Max 6, Overall Power 0.002397 W, dominant logic cell type in the layout inv_1, Sequential Power Share 0.295, Fin Clk Skew 0.01291 ns, Comb pwr share 0.533, post-DR wirelength/cell 16.22 um, Post-Place Setup Slack 2.824 ns, met3 wire len 574 um, H-tree depth 3, global-route wire length before repair between 30000 and 40000 um, Via density 5.221, Sw Share 0.3720, Clock Power Share 0.172, Int Pwr 0.001505 W, MUX share of area 0.004076, Synth Cell Area 9823 sq um, Startpoint Class flop, synth unique cells between 70 and 80, Leak 4.464 nW, final WL 21150 um, YS chip area 9823 sq um, Final Cycle Share 0.6593, XOR Share, Synth 0.08840, worst reg-to-reg path cell count 19, Setup TNS 0 ns, GPL Wtd Cong 0.9795, GRT Total Usage 0.2350, chip area 20210 sq um, Clk Latency, worst-skew pair around 0.36 ns, Critical Path AT 5.65 ns, Top Metal Used met4, ANT nets after route 0, worst hold slack between 0.4 and 0.5 ns, final worst slack 2.862 ns, compound-gate portion of the synthesized area 0.08330
## metal layers
layer,vias up,global-route usage
li1,3455,-
met1,3204,0.3464
met2,119,0.3906
met3,30,0.02673
met4,0,0.05320
met5,-,0
## per-stage QoR
step	instance area [sq um]	cells
6_report	10580	1304
3_5_place_dp	10300	1289
3_3_place_gp	10300	1289
5_1_grt	10580	1304
4_1_cts	10580	1304
2_1_floorplan	9846	1033
## power groups by stage
stage | combinational (W) | sequential (W) | clock [W]
4_1_cts | 0.00130 | 0.000709 | 0.000427
5_1_grt | 0.00150 | 0.000713 | 0.000443
6_report | 0.00128 | 0.000707 | 0.000413
## sequential cells by signal, summed over array words and instances, names as in the netlist
register      cells
dist_counter     25
echo_time        25
counter          32
waitn             1
DISTANCE         25
TRIG              1
## cell type report
cell class                      instances  area share
Clock buffer                            9     0.02128
Multi-Input combinational cell        697      0.5894
Clock inverter                          6    0.005084
Sequential cell                       109      0.2554
Inverter                              188     0.06668
Tap cell                              260     0.03074
Timing Repair Buffer                   35     0.03145
## final timing paths
kind	startpoint	end	slack, ns
worst min register to register	dist_counter[9]$_SDFFE_PP0P_	echo_time[9]$_DFFE_PP_	0.44
worst max register to register	echo_time[5]$_DFFE_PP_	DISTANCE[29]$_DFFE_PP_	2.86
worst min-delay path	dist_counter[9]$_SDFFE_PP0P_	echo_time[9]$_DFFE_PP_	0.44
worst max-delay path	echo_time[5]$_DFFE_PP_	DISTANCE[29]$_DFFE_PP_	2.86
## Yosys cell counts, types with 4 or more instances
library cell	n
a22o_1	21
inv_1	187
a21o_1	4
buf_2	9
nand4b_1	4
clkbuf_1	18
nand4_1	18
nand3b_1	5
o31ai_1	6
o21ai_0	17
nor3_1	22
or3_1	12
or4_1	4
xor2_1	38
nand2_1	55
nand3_1	30
mux2i_1	4
ha_1	106
fa_1	79
a31oi_1	5
edfxtp_1	52
dfxtp_1	57
xnor2_1	58
a211oi_1	4
nand2b_1	10
nor4_1	14
nor3b_1	5
buf_4	10
and2_1	9
nor2_1	60
and3_1	7
a21oi_1	30
nor2b_1	8
## critical path, delay by kind of cell (launching register included)
family | cells | cell delay, ns
AND-OR/OR-AND | 5 | 1.05
XOR/XNOR | 1 | 0.14
adder cells (fa/ha/maj) | 7 | 3.01
buffers and inverters | 4 | 0.24
flip-flops | 1 | 0.53
AND/OR/NAND/NOR | 2 | 0.32
## cells by family (layout without fill, tap and decap cells)
logic type / Yosys count / after routing
buffers and inverters: 227 / 238
adder cells (fa/ha/maj): 185 / 185
flip-flops: 109 / 109
other: 1 / 7
XOR/XNOR: 97 / 97
AND-OR/OR-AND: 118 / 118
multiplexers: 4 / 4
AND/OR/NAND/NOR: 286 / 286
Power is estimated from default activity; no workload was simulated.
