==> ./constraint.sdc <==
current_design SevSegDisp

set clk_period 4.8
set clk_io_pct 0.2

create_clock -name clk0 -period $clk_period [get_ports {CLK}]

set non_clock_inputs [all_inputs -no_clocks]
set_input_delay [expr $clk_period * $clk_io_pct] -clock clk0 $non_clock_inputs
set_output_delay [expr $clk_period * $clk_io_pct] -clock clk0 [all_outputs]
==> ./run.sh <==
#!/bin/bash
# OpenROAD 26Q1-2900-gdf79404cd8, Yosys 0.63+post, stock flow scripts
make -C /OpenROAD-flow-scripts/flow DESIGN_CONFIG=/design/flow/config.mk WORK_HOME=/design/flow/orfs finish
==> ./config.mk <==
export PLATFORM = sky130hd
export DESIGN_NAME = SevSegDisp
export DESIGN_NICKNAME = SevSegDisp
export VERILOG_FILES = /design/flow/design.v
export SDC_FILE = /design/flow/constraint.sdc
export NUM_CORES = 4
export LEC_CHECK = 1
export CORE_UTILIZATION = 30
==> ./design.v <==
`timescale 1ns / 1ps
module BCD(
    input [15:0] HEX,
    output logic [3:0] THOUSANDS,
    output logic [3:0] HUNDREDS,
    output logic [3:0] TENS,
    output logic [3:0] ONES
    );
    int i;
    always_comb begin
        THOUSANDS = 4'h0;  
        HUNDREDS = 4'h0;
        TENS = 4'h0;
        ONES = 4'h0;
        for (i=15; i>=0; i=i-1) begin
            if (THOUSANDS >= 5)
                THOUSANDS = THOUSANDS + 3;
            if (HUNDREDS >= 5)
                HUNDREDS = HUNDREDS + 3;
            if (TENS >= 5)
                TENS = TENS + 3;
            if (ONES >= 5)
                ONES = ONES + 3;
            THOUSANDS = {THOUSANDS[2:0],HUNDREDS[3]};
            HUNDREDS = {HUNDREDS[2:0],TENS[3]};
            TENS = {TENS[2:0],ONES[3]};
            ONES = {ONES[2:0],HEX[i]};
       end
   end
endmodule
`timescale 1ns / 1ps
module CathodeDriver(
    input CLK,
    input [15:0] HEX,
    output logic [7:0] CATHODES,
    output logic [3:0] ANODES
    );
    logic s_clk_500 = 1'b0;              
    logic [1:0] r_disp_digit = 2'b00;    
    logic [19:0] clk_div_counter = 20'h00000;
	always_ff @(posedge CLK) begin
        clk_div_counter = clk_div_counter + 1;
        if ( clk_div_counter == 20'h186A0) begin
            clk_div_counter = 20'h00000;
            s_clk_500 = ~s_clk_500;    
        end
    end
    always_ff @(posedge s_clk_500) begin
        case (r_disp_digit)
            2'b00: begin
                ANODES= 4'b1110;
                case (HEX[3:0])
                    4'b0000: CATHODES = 8'b10000001;  
                    4'b0001: CATHODES = 8'b11001111;  
                    4'b0010: CATHODES = 8'b10010010;  
                    4'b0011: CATHODES = 8'b10000110;  
                    4'b0100: CATHODES = 8'b11001100;  
                    4'b0101: CATHODES = 8'b10100100;  
                    4'b0110: CATHODES = 8'b10100000;  
                    4'b0111: CATHODES = 8'b10001111;  
                    4'b1000: CATHODES = 8'b10000000;  
                    4'b1001: CATHODES = 8'b10001100;  
                    4'b1010: CATHODES = 8'b10001000;  
                    4'b1011: CATHODES = 8'b11100000;  
                    4'b1100: CATHODES = 8'b10110001;  
                    4'b1101: CATHODES = 8'b11000010;  
                    4'b1110: CATHODES = 8'b10110000;  
                    4'b1111: CATHODES = 8'b10111000;  
                    default: CATHODES = 8'b11111111;  
                endcase
            end
            2'b01: begin
                ANODES= 4'b1101;
                case (HEX[7:4])
                    4'b0000: CATHODES = 8'b10000001;
                    4'b0001: CATHODES = 8'b11001111;
                    4'b0010: CATHODES = 8'b10010010;
                    4'b0011: CATHODES = 8'b10000110;
                    4'b0100: CATHODES = 8'b11001100;
                    4'b0101: CATHODES = 8'b10100100;
                    4'b0110: CATHODES = 8'b10100000;
                    4'b0111: CATHODES = 8'b10001111;
                    4'b1000: CATHODES = 8'b10000000;
                    4'b1001: CATHODES = 8'b10001100;
                    4'b1010: CATHODES = 8'b10001000;  
                    4'b1011: CATHODES = 8'b11100000;
                    4'b1100: CATHODES = 8'b10110001;
                    4'b1101: CATHODES = 8'b11000010;
                    4'b1110: CATHODES = 8'b10110000;
                    4'b1111: CATHODES = 8'b10111000;
                    default: CATHODES = 8'b11111111;  
                endcase
            end
            2'b10: begin
                ANODES= 4'b1011;
                case (HEX[11:8])
                    4'b0000: CATHODES = 8'b10000001;
                    4'b0001: CATHODES = 8'b11001111;
                    4'b0010: CATHODES = 8'b10010010;
                    4'b0011: CATHODES = 8'b10000110;
                    4'b0100: CATHODES = 8'b11001100;
                    4'b0101: CATHODES = 8'b10100100;
                    4'b0110: CATHODES = 8'b10100000;
                    4'b0111: CATHODES = 8'b10001111;
                    4'b1000: CATHODES = 8'b10000000;
                    4'b1001: CATHODES = 8'b10001100;
                    4'b1010: CATHODES = 8'b10001000;  
                    4'b1011: CATHODES = 8'b11100000;
                    4'b1100: CATHODES = 8'b10110001;
                    4'b1101: CATHODES = 8'b11000010;
                    4'b1110: CATHODES = 8'b10110000;
                    4'b1111: CATHODES = 8'b10111000;
                    default: CATHODES = 8'b11111111;  
                endcase
            end
            2'b11: begin
                ANODES= 4'b0111;
                case (HEX[15:12])
                    4'b0000: CATHODES = 8'b10000001;
                    4'b0001: CATHODES = 8'b11001111;
                    4'b0010: CATHODES = 8'b10010010;
                    4'b0011: CATHODES = 8'b10000110;
                    4'b0100: CATHODES = 8'b11001100;
                    4'b0101: CATHODES = 8'b10100100;
                    4'b0110: CATHODES = 8'b10100000;
                    4'b0111: CATHODES = 8'b10001111;
                    4'b1000: CATHODES = 8'b10000000;
                    4'b1001: CATHODES = 8'b10001100;
                    4'b1010: CATHODES = 8'b10001000;  
                    4'b1011: CATHODES = 8'b11100000;
                    4'b1100: CATHODES = 8'b10110001;
                    4'b1101: CATHODES = 8'b11000010;
                    4'b1110: CATHODES = 8'b10110000;
                    4'b1111: CATHODES = 8'b10111000;
                    default: CATHODES = 8'b11111111;  
                endcase
            end
            default: begin       
                ANODES = 4'hF;
                CATHODES = 8'hFF;
                r_disp_digit = 2'b00;
            end
        endcase
        r_disp_digit = r_disp_digit + 1;
    end
endmodule
`timescale 1ns / 100ps
module SevSegDisp(
    input CLK,
    input MODE,
    input [15:0] DATA_IN,
    output [7:0] CATHODES,
    output [3:0] ANODES
    );
    logic [15:0] BCD_Val;
    logic [15:0] Hex_Val;
    BCD BCDMod (.HEX(DATA_IN), .THOUSANDS(BCD_Val[15:12]), 
                .HUNDREDS(BCD_Val[11:8]), .TENS(BCD_Val[7:4]),
                .ONES(BCD_Val[3:0]));
    CathodeDriver CathMod (.HEX(Hex_Val), .CLK(CLK), .CATHODES(CATHODES), 
                            .ANODES(ANODES));
    always_comb begin
        if (MODE == 1'b1)
            Hex_Val = BCD_Val;
        else
            Hex_Val = DATA_IN;
    end
endmodule
==> flow_metrics.env <==
# source this file to load flow results
export IMPL_status="finished, final reports clean"
export IMPL_yosys_area_top_type_share=0.0987
export IMPL_grt_pass1_wl_um=34500
export IMPL_yosys_stat_chipArea_sq_um=8120
export IMPL_common_cells="nor2_1, nand2_1, inv_1"
export IMPL_period_needed_ns=2.68
export IMPL_setup_viol=0
export IMPL_htreeDepth=1
export IMPL_hp_class="reg -> reg"
export IMPL_cts_hold_buffers=0
export IMPL_crit_arrival_ns=2.64
export IMPL_ant_nets=0
export IMPL_core_area_sq_um=26300
export IMPL_start_kind="flop"
export IMPL_edf_count=1
export IMPL_drv_slew=0
export IMPL_antenna_found_initial=0
export IMPL_vias=8256
export IMPL_die_h_um=166
export IMPL_cts_root_buf="clkbuf_16"
export IMPL_worst_slew_pin_slew_ns=0.951
export IMPL_synth_distinct_cells=118
export IMPL_r2r_start="CathMod.clk_div_counter[2]"
export IMPL_route_detailed_drc=0
export IMPL_setup_tns_final_ns=0
export IMPL_grt_max_degree=29
export IMPL_n_antenna_cell=0
export IMPL_path_buffers=1
export IMPL_port_buffer_count=28
export IMPL_viasPerCell=5.71
export IMPL_critPathCaptureType="flop"
export IMPL_firstDrtPassIters=5
export IMPL_path_max_fanout=7
export IMPL_critPathKind="reg -> reg"
export IMPL_area_growth_pct=6.80
export IMPL_relSlewSlack=0.366
export IMPL_async_reset_ff_frac=0
export IMPL_rrSetupSlack_ns=2.12
export IMPL_overflow=0
export IMPL_cts_max_path_buffers=2
export IMPL_rsz0062_at_grt="no"
export IMPL_wl_per_cell_um=13.8
export IMPL_most_common_cell="nor2_1"
export IMPL_hold_violations=0
export IMPL_slowest_delay_ns=0.55
export IMPL_hpwl_um=15600
export IMPL_grt_usage=0.144
export IMPL_post_cts_resized=0
export IMPL_worstSkewPairLatency_ns=0.25
export IMPL_cts_buffers=3
export IMPL_place_gp_congestion=0.895
export IMPL_startpoint="CathMod.clk_div_counter[2]"
export IMPL_die_w_um=166
export IMPL_rr_worst_depth=8
export IMPL_post_cts_buffers=0
export IMPL_fp_utilization=0.309
export IMPL_required_ns=4.76
export IMPL_drive_above_1_share=0.0764
export IMPL_synthTopCellsByArea="ha_1, dfxtp_1, nor2_1"
export IMPL_ys_cells=1129
export IMPL_crit_chain="nand3_1, nor2_1, nand3_1, nor2_1, xor2_1, nor4b_1, nor4bb_1, buf_4"
export IMPL_max_clock_freq_ghz=0.373
export IMPL_ys_ff=34
export IMPL_skew_ns=0.00346
export IMPL_synth_top_cell_by_area="ha_1"
export IMPL_cp_num_cells=8
export IMPL_synthCells=1129
export IMPL_wirelength_um=19900
export IMPL_cap_viol_max_count=0
export IMPL_drt_iter0_drc=622
export IMPL_cp_slowest_cell="nor4bb_1"
export IMPL_cts_reportedPaths_clkPinSlew_ns=0.05
export IMPL_io_pins=30
export IMPL_synth_warnings=3
export IMPL_die_area_sq_um=27700
export IMPL_tool_warnings=56
export IMPL_cts_tree="done"
export IMPL_ff_type="dfxtp_1"
export IMPL_syn_area_sq_um=8120
export IMPL_synth_avg_cell_area_sq_um=7.19
export IMPL_r2r_end="CathMod.s_clk_500"
export IMPL_grt_pass1_vias=7227
export IMPL_ys_seq_frac=0.0851
export IMPL_rows=59
export IMPL_min_period_over_period=0.559
export IMPL_unclocked_pins=13
export IMPL_cp_top_family="simple AND/OR/NAND/NOR gates"
export IMPL_unconstrained_endpoints=24
export IMPL_setup_worst_path_end="CathMod.s_clk_500"
==> layer usage <==
| metal | up-vias | GRT usage | part of all wire |
|---|---|---|---|
| met4 | 0 | 0.0117 | 0.0084 |
| met1 | 3753 | 0.225 | 0.52 |
| li1 | 4316 | - | - |
| met3 | 8 | 0.00339 | 0.030 |
| met5 | - | 0 | 0 |
| met2 | 179 | 0.230 | 0.45 |
==> area by class of cell <==
type                    count  area, sq um
repair buffers             34          325
inverters                  84          315
clock buffers               4         78.8
well taps                 335          419
multi-input cells         956         6840
flip-flops and latches     34          691
fillers                  2782        17600
==> worst register-to-register path: cells and delay by family (launching register included) <==
family / cells / cell delay, ns
buf+inv: 1 / 0.25
xor+xnor: 1 / 0.13
simple gates: 6 / 1.64
flops: 1 / 0.38
==> metrics by stage <==
stage	cells	util	setup WS [ns]	hold WS (ns)	cell area (sq um)
after floorplan	1129	-	2.57	0.425	8120
after global placement	1443	0.327	2.17	0.442	8590
after detailed placement	1443	0.327	2.12	0.440	8590
after CTS	1447	0.330	2.09	0.453	8670
after global routing	1447	0.330	1.91	0.463	8670
final	1447	0.330	2.12	0.446	8670
==> state kept, by name (all words and copies together) (netlist names) <==
signal,flops
CathMod.clk_div_counter,20
CathMod.s_clk_500,1
CathMod.r_disp_digit,2
CathMod.CATHODES,7
CathMod.ANODES,4
==> worst min path at each step <==
stage	endpoint	cells past startpoint	start	slack, ns
4_1_cts	CathMod.clk_div_counter[19]	1	CathMod.clk_div_counter[19]	0.45
5_1_grt	CathMod.clk_div_counter[19]	1	CathMod.clk_div_counter[19]	0.46
6_report	CathMod.clk_div_counter[19]	1	CathMod.clk_div_counter[19]	0.45
==> cell families (layout without fill, tap and decap cells) <==
logic type | after synthesis | count (layout) | synth area share
buffers and inverters | 139 | 122 | 0.0723
XOR/XNOR | 39 | 39 | 0.0489
AND-OR/OR-AND | 387 | 387 | 0.374
AND/OR/NAND/NOR | 423 | 423 | 0.266
multiplexers | 41 | 41 | 0.0533
other | 1 | 1 | 0.000462
flip-flops | 34 | 34 | 0.0851
adder cells (fa/ha/maj) | 65 | 65 | 0.100
==> cells in the final DEF (no fill, tap or decap), types with 14 or more instances in the layout <==
cell type,count
nand3_1,50
a21oi_1,59
mux2i_1,29
nor3_1,41
o211ai_1,29
nand2_1,87
dfxtp_1,33
o21ai_0,49
a211oi_1,14
inv_1,79
ha_1,64
clkdlybuf4s50_1,28
nor2_1,103
xnor2_1,24
a21o_1,15
a31oi_1,24
and3_1,19
