**/design/flow/config.mk**
```make
export PLATFORM = sky130hd
export DESIGN_NAME = debounce_one_shot
export DESIGN_NICKNAME = debounce_one_shot
export VERILOG_FILES = /design/flow/design.v
export SDC_FILE = /design/flow/constraint.sdc
export NUM_CORES = 4
export LEC_CHECK = 1
export CORE_AREA = 10 10 73 73
export DIE_AREA = 0 0 83 83
```
**/design/flow/constraint.sdc**
```tcl
current_design debounce_one_shot

set clk_period 2.2
set clk_io_pct 0.2

create_clock -name clk0 -period $clk_period [get_ports {CLK}]

set non_clock_inputs [all_inputs -no_clocks]
set_input_delay [expr $clk_period * $clk_io_pct] -clock clk0 $non_clock_inputs
set_output_delay [expr $clk_period * $clk_io_pct] -clock clk0 [all_outputs]
```
**/design/flow/design.v**
```verilog
`timescale 1ns / 1ps
module debounce_one_shot(
    input CLK,
    input BTN,
    output logic DB_BTN
    );
    const logic [7:0] c_LOW_GOING_HIGH_CLOCKS = 8'h19;  
    const logic [7:0] c_HIGH_GOING_LOW_CLOCKS = 8'h33;  
    const logic [7:0] c_ONE_SHOT_CLOCKS       = 8'h03;  
    typedef enum { ST_init, ST_BTN_low, ST_BTN_low_to_high, ST_BTN_high, ST_BTN_high_to_low, ST_one_shot} STATES;
    STATES NS, PS;
    logic [7:0] s_db_count = 8'h00;
    logic s_count_rst, s_count_inc = 1'b0;
    always_ff @(posedge CLK) begin
        if (s_count_rst == 1'b1)
            s_db_count = 8'h00;
        else if (s_count_inc == 1'b1)
            s_db_count = s_db_count + 1;
    end
    always_ff @(posedge CLK) begin
       PS = NS; 
    end
    always_comb begin
        NS = ST_init;
        DB_BTN = 1'b0;
        s_count_rst = 1'b0;
        s_count_inc = 1'b0;
        case (PS)
            ST_init: begin           
                NS = ST_BTN_low;
                DB_BTN = 1'b0;
                s_count_rst = 1'b1;
            end
            ST_BTN_low: begin    
                if (BTN == 1'b1) begin        
                    NS = ST_BTN_low_to_high;  
                    s_count_inc = 1'b1;        
                end
                else begin
                    NS = ST_BTN_low;         
                    s_count_rst = 1'b1;
                end
            end
            ST_BTN_low_to_high: begin    
                if (BTN == 1'b1) begin   
                    if (s_db_count == c_LOW_GOING_HIGH_CLOCKS) begin 
                        NS = ST_BTN_high;
                        s_count_rst = 1'b1;
                    end
                    else begin           
                        NS = ST_BTN_low_to_high;
                        s_count_inc = 1'b1;
                    end
                end
                else begin               
                    NS = ST_BTN_low;
                    s_count_rst = 1'b1;
                end
            end
            ST_BTN_high: begin           
                if (BTN == 1'b1) begin 
                    NS = ST_BTN_high;
                    s_count_rst = 1'b1;
                end
                else begin               
                    NS = ST_BTN_high_to_low;
                    s_count_inc = 1'b1;
                end
            end
            ST_BTN_high_to_low: begin
                if (BTN == 1'b0) begin   
                    if (s_db_count == c_HIGH_GOING_LOW_CLOCKS) begin 
                        NS = ST_one_shot;
                        s_count_rst = 1'b1;
                    end
                    else begin           
                        NS = ST_BTN_high_to_low;
                        s_count_inc = 1'b1;
                    end
                end
                else begin               
                    NS = ST_BTN_high;
                    s_count_rst = 1'b1;
                end 
            end
            ST_one_shot: begin   
                if (s_db_count == c_ONE_SHOT_CLOCKS) begin  
                    NS = ST_init;
                    s_count_rst = 1'b1;
                    DB_BTN = 1'b0;
                end
                else begin               
                    NS = ST_one_shot;
                    s_count_inc = 1'b1;
                    DB_BTN = 1'b1;
                end
            end
            default: begin               
                NS = ST_init;
                s_count_rst = 1'b1;
                s_count_inc = 1'b0;
                DB_BTN = 1'b0;
            end
        endcase
    end
endmodule
```
**/design/flow/run.sh**
```bash
#!/bin/bash
# OpenROAD 26Q1-2900-gdf79404cd8, Yosys 0.63+post, stock flow scripts
make -C /OpenROAD-flow-scripts/flow DESIGN_CONFIG=/design/flow/config.mk WORK_HOME=/design/flow/orfs finish
```
==> impl_metrics.ini <==
; physical design summary
[floorplanning]
io_pins = 3
die_x_um = 83
rows = 22
fp_util = 0.205
die_h_um = 83
core_sq_um = 3740
die_area_sq_um = 6890

[timing]
min_period_ns = 2.11
fmax_mhz = 474
fin_crit_sh = 0.958
worstMarginPinSlew_ns = 0.489
final_max_slew_viol_count = 0
maxSlewHeadroom = 0.673
setup_viol = 0
rsz0062_at_grt = no
finalClockSkew_ns = 0.00119
hold_viol = 0

[grt]
grt_pass1_vias = 603
antenna_found_initial = 0
grt_pass1_wl_um = 2720
grt_start_max_net_pins = 13
grt_overflow_total = 0
gr-usage-all-layers = 0.0427

[cells_and_area]
fin_area_sq_um = 932
syn_to_final_growth_pct = 21.3
seqCellArea_sq_um = 224
drive_gt1_frac = 0.292
comb_area_sq_um = 519
fin_cells = 144
num-fill-cells = 406

[hold_path]
min_path_type = reg -> reg
hold-path-cell-count = 2
hold_path_end = s_db_count[7]
hp-start = s_db_count[7]

[placed_design]
dp.cells = 139
finalWeightedCongestion = 0.885
place.port_buffers = 2
place_hpwl_um = 1130
detailed_place.area_sq_um = 860

[worst_setup_path]
cp-start-kind = input pin
crit_arrival_ns = 2.23
r2r_slack_ns = 0.18
reg2reg_depth = 7
cp_top_family = simple AND/OR/NAND/NOR gates
reg2reg_to = s_db_count[5]
critical_path_buf_inv_count = 1
path_max_fanout = 9
reg2reg_from = s_db_count[0]
crit_slowest_cell = clkdlybuf4s50_1
max_stage_delay_ns = 0.57
required_ns = 2.32
crit_path_cell_trace = clkdlybuf4s50_1 -> or2b_2 -> a32oi_1 -> and3_1 -> nor3_1 -> mux2i_1
critPathKind = in -> reg
critPathLaunch = BTN
cp-end-kind = flip-flop

[detailed_routing]
drt-wirelength-per-cell_um = 10.9
wl_um = 1560
via_count = 686
viasPerCell = 4.76
first_iter_violations = 47
dr.pass1.iters = 4
drc = 0
diodes = 0
ant_nets = 0

[pwr]
ir_drop_uv = 298
p_leak_uw = 0.000331
p_per_area_nw_per_um2 = 1100

[synthesis]
ys_cells = 86
syn_area_per_cell_sq_um = 8.93
syn_area_sq_um = 768
ys_seq_share = 0.287
synth-seq-cells = 11
synthCells = 86
yosysWarnings = 1
synthDistinctLibCells = 38
ys_area_sq_um = 768

[cts]
numCtsBuffers = 3
clock-root-buffer = clkbuf_8
clk_latency_ns = 0.24
htree_num_levels = 1
clk_path_buf_depth = 2
clk_pin_slew_worst_paths_ns = 0.05
cts_tree = built
cts_sinks = 11

[run]
max_cap_viol_count = 0
openroad.warnings = 26

[status]
outcome = finished, final reports clean
-- cell families (layout without fill, tap and decap cells) --
group	count (synthesis)	after routing	synth area share
multiplexers	3	3	0.0391
flip-flops	11	11	0.287
buffers and inverters	5	15	0.0586
XOR/XNOR	5	5	0.0570
adder cells (fa/ha/maj)	3	3	0.0489
AND-OR/OR-AND	20	20	0.178
AND/OR/NAND/NOR	39	39	0.332
-- layout make-up --
cell class,instances,area share
clock buffer,3,0.0443
timing repair buffer,10,0.0846
inverter,1,0.00403
sequential,11,0.240
tap,48,0.0644
multi-input combinational,70,0.557
clock inverter,1,0.00537
-- state kept, by name, summed over array words and instances (netlist names) --
signal	count
PS	3
s_db_count	8
-- metrics by stage --
| stage | setup TNS (ns) | worst slack (ns) | hold WS (ns) | power (uW) | util |
|---|---|---|---|---|---|
| 3_3_place_gp | -0.331 | -0.0619 | 0.489 | 800 | 0.230 |
| 3_5_place_dp | -0.607 | -0.119 | 0.497 | 808 | 0.230 |
| 4_1_cts | 0 | 0.114 | 0.513 | 1020 | 0.249 |
| 2_1_floorplan | 0 | 0.345 | 0.463 | 766 | - |
| 5_1_grt | 0 | 0.0150 | 0.546 | 1110 | 0.249 |
| 6_report | 0 | 0.0919 | 0.514 | 1020 | 0.249 |
-- metal layers --
metal  routed length (um)  GRT usage  vias up
met5                    0          0        -
met4                    0    0.00615        0
met3                   71    0.00787        0
met2                  673     0.0615       18
met1                  818     0.0646      322
li1                     -          -      346
-- synth_stat cells --
| cell | instances | share of area |
|---|---|---|
| or4_1 | 3 | 0.029 |
| inv_1 | 1 | 0.0049 |
| a31oi_1 | 3 | 0.024 |
| and3b_1 | 1 | 0.011 |
| dfxtp_1 | 11 | 0.29 |
| o21ai_1 | 1 | 0.0065 |
| or2b_2 | 1 | 0.011 |
| o21ba_2 | 1 | 0.013 |
| mux2i_1 | 3 | 0.039 |
| buf_4 | 1 | 0.0098 |
| nor3b_1 | 2 | 0.020 |
| o21ai_0 | 3 | 0.020 |
| or3_2 | 1 | 0.0098 |
| nand3_1 | 7 | 0.046 |
| nand3b_1 | 1 | 0.0098 |
| and3_2 | 1 | 0.0098 |
| nor4b_2 | 1 | 0.020 |
| or3b_2 | 1 | 0.011 |
| nor3_1 | 2 | 0.013 |
| nand4bb_1 | 1 | 0.015 |
| or4bb_1 | 1 | 0.015 |
| xor2_1 | 3 | 0.034 |
| nor2_1 | 6 | 0.029 |
| a211o_2 | 1 | 0.013 |
| xnor2_1 | 2 | 0.023 |
| nor2b_2 | 1 | 0.011 |
| and3_1 | 3 | 0.024 |
| and2b_2 | 1 | 0.011 |
| nand2_1 | 3 | 0.015 |
| buf_6 | 3 | 0.044 |
| o31ai_1 | 2 | 0.020 |
| a21oi_1 | 5 | 0.033 |
| ha_1 | 3 | 0.049 |
| nor4bb_1 | 1 | 0.013 |
| o32a_2 | 1 | 0.015 |
| nor2b_1 | 1 | 0.0081 |
| a31o_1 | 1 | 0.011 |
| a32oi_1 | 2 | 0.023 |
-- how the worst max path moves through the flow --
stage,to,cells after the start
final,s_db_count[5],6
after global routing,s_db_count[5],6
after CTS,DB_BTN,4
-- layout by cell type, fill, tap and decap left out, types with 2 or more instances in the layout --
cell type and instances:
a21oi_1 5, a31oi_1 3, a32oi_1 2, and3_1 3, buf_4 8, clkbuf_8 3, dfxtp_1 8, dfxtp_2 3
ha_1 2, mux2i_1 3, nand2_1 3, nand3_1 7, nor2_1 5, nor3_1 2, nor3b_1 2, o21ai_0 3
o31ai_1 2, or4_1 2, xnor2_1 2, xor2_1 3
-- worst register-to-register path, cell delays in order, from the launching register on --
cell	delay, ns
dfxtp_2	0.32
ha_2	0.17
or3b_4	0.40
buf_4	0.15
a32oi_1	0.23
and3_1	0.37
nor3_1	0.11
mux2i_1	0.14
-- where the power goes --
part / switching (uW) / total (uW) / internal (uW) / leakage, uW
sequential: 82.9 / 324 / 241 / 0.0000910
clock: 77.3 / 202 / 124 / 0.0000255
combinational: 296 / 498 / 202 / 0.000215
-- timing repair --
action                                  CTS  global route
hold buffers                              0             0
resized                                   9             0
endpoints found under the setup margin    1             0
buffers inserted                          1             0
Power figures rest on the tool's default switching activity, not on a simulated workload.
